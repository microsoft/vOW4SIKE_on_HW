File: flow/config.mk
export PLATFORM = sky130hd
export DESIGN_NAME = BlockRam
export DESIGN_NICKNAME = BlockRam
export VERILOG_FILES = /design/flow/design.v
export SDC_FILE = /design/flow/constraint.sdc
export NUM_CORES = 4
export LEC_CHECK = 1
export CORE_UTILIZATION = 40
File: flow/constraint.sdc
current_design BlockRam

set clk_period 21.6
set clk_io_pct 0.2

create_clock -name clk0 -period $clk_period [get_ports {clk}]

set non_clock_inputs [all_inputs -no_clocks]
set_input_delay [expr $clk_period * $clk_io_pct] -clock clk0 $non_clock_inputs
set_output_delay [expr $clk_period * $clk_io_pct] -clock clk0 [all_outputs]
File: flow/design.v
(* use_dsp = "yes" *) module multiplier
#(
    parameter WIDTH_IN = 64 
  )
 (
  input  wire                   clk,
  input  wire  [WIDTH_IN-1:0]   a,
  input  wire  [WIDTH_IN-1:0]   b,
  output wire  [2*WIDTH_IN-1:0] p
  );
 assign p = a*b;
endmodule  
module BlockRam
#(
  parameter DATA_WIDTH = 10,
  parameter ADDR_WIDTH = 8
)
(
  input  wire                  clk,
  input  wire [DATA_WIDTH-1:0] din,
  input  wire [ADDR_WIDTH-1:0] addr,
  input  wire                  we,
  output reg  [DATA_WIDTH-1:0] dout
);
  localparam SIZE = 2**ADDR_WIDTH;
  reg [DATA_WIDTH-1:0] mem [0:SIZE-1];
  always @ (posedge clk)
  begin
    if (we)
      mem[addr] <= din;
  end
  always @ (posedge clk)
  begin
    dout <= mem[addr];
  end
endmodule
File: flow/run.sh
#!/bin/bash
# OpenROAD 26Q1-2900-gdf79404cd8, Yosys 0.63+post, stock flow scripts
make -C /OpenROAD-flow-scripts/flow DESIGN_CONFIG=/design/flow/config.mk WORK_HOME=/design/flow/orfs finish
==> impl_metrics.py <==
# Physical implementation metrics
metrics = {
    "timing": {
        "worst_slew_pin_slew_ns": 1.30,
        "grt_setup_unrepaired": "false",
        "max_freq_ghz": 0.113,
        "final-setup-viol-count": 0,
        "final-hold-violation-count": 0,
        "slew_viol_final": 0,
        "finalSetupTns_ns": 0,
        "timing.max_slew.rel_slack_pct": 11.9,
        "fin_crit_ns": 8.88,
        "finClkSkew_ns": 0.0622,
        "minimum_hold_slack_ns": 0.962,
        "timing.final.crit_share_pct": 41.1,
    },
    "outcome": {
        "outcome": "completed",
    },
    "clock_tree": {
        "clock_latency_late_sink_ns": 0.94,
        "clock_sink_count": 2570,
        "cts_tree": "built",
        "clk_path_buf_depth": 4,
        "cts_root_buf": "sky130_fd_sc_hd__clkbuf_16",
        "cts_resized": 0,
        "post-cts-setup-buffer-count": 0,
        "cts_buffers": 280,
        "cts.clk_slew.worst_paths_ns": 0.06,
        "htreeDepth": 5,
        "cts_hold_repair.buffers": 0,
    },
    "setup_path": {
        "path_max_fanout": 43,
        "worstSetupPathType": "in2reg",
        "crit_path_start_kind": "input port",
        "cp.required_ns": 22.33,
        "worst-endpoint-arrival_ns": 9.61,
        "critical_path.endpoint_type": "register",
    },
    "place": {
        "place_hpwl_um": 141000,
        "io_port_bufs": 29,
        "routabilityCongestion": 0.880,
    },
    "yosys": {
        "synth.cells.most_frequent": "sky130_fd_sc_hd__edfxtp_1, sky130_fd_sc_hd__mux4_2, sky130_fd_sc_hd__a22oi_1",
        "count_of_library_flops_with_an_enable_pin": 2560,
        "synth-simple-area-share_pct": 1.41,
        "yosys.stat.chipArea_um2": 97600,
        "top_area_share_pct": 78.8,
        "post_synth_fa_ha_maj_area_fraction_pct": 0,
        "syn_area_um2": 97600,
        "netlist_logic_family_top": "multiplexers",
        "distinct_lib_cells": 23,
        "post_synth_main_area_contributors": "sky130_fd_sc_hd__edfxtp_1, sky130_fd_sc_hd__mux4_2, sky130_fd_sc_hd__a22oi_1",
        "most_used_dff_post_synth": "sky130_fd_sc_hd__edfxtp_1",
        "synth_async_sr_flop_share_pct": 0,
        "ys.flops": 2570,
        "synth_warnings": 1,
        "synth_dominant_cell_count": "sky130_fd_sc_hd__edfxtp_1",
        "synth_xor_xnor_area_share_pct": 0,
        "yosys.stat.seqShare_pct": 79.0,
        "syn_avg_cell_area_um2": 22.5,
        "yosys_cells": 4338,
        "synth-compound-area-share_pct": 3.64,
        "muxShareOfSynthArea_pct": 14.8,
        "gate_count_after_technology_mapping": 4338,
        "yosys.area.top_type": "sky130_fd_sc_hd__edfxtp_1",
    },
    "die": {
        "core-area_um2": 242000,
        "placement_rows": 180,
        "ioPinCount": 30,
        "initial_utilization_pct": 40.4,
        "die_height_um": 496,
        "fp.dieArea_um2": 246000,
        "fp.dieW_um": 496,
    },
    "pwr": {
        "pleak_uw": 0.0346,
        "power_frac_comb_pct": 4.3,
        "p_int_uw": 8270,
        "p_per_area_nw_per_um2": 92.7,
        "max-vdd-ir-drop_uv": 83.6,
        "sw_frac_of_total_pct": 20.5,
        "total_switching_power_uw": 2140,
        "power.share.clock_pct": 42.7,
        "power_frac_seq_pct": 53.0,
        "finalPower_uw": 10400,
    },
    "grt": {
        "first_global_vias": 51900,
        "grt_antenna_before_repair": 8,
        "grt_max_degree": 113,
        "grt_pass1_wl_um": 351000,
        "grt.overflow.total": 0,
        "groute.usage.overall_pct": 21.9,
    },
    "drt": {
        "detail-route-antenna-nets": 0,
        "vias": 46400,
        "drt_first_iter_violations": 3173,
        "totalWireLength_um": 238000,
        "detail_route.wl_per_cell_um": 29.2,
        "via_per_inst": 5.70,
        "route.detailed.drc": 0,
        "dr.pass1.iters": 5,
    },
    "flow_run": {
        "tally_of_openroad_warnings": 32,
        "drv.max_cap_violation_count": 0,
    },
    "cells_and_area": {
        "drive_above_1_share_pct": 28.6,
        "final_core_density_pct": 46.5,
        "flow.area_growth_from_synthesis_pct": 15.0,
    },
    "hold_path": {
        "min_path_type": "reg2reg",
    },
}
==> layout by cell type, fill, tap and decap left out, types with 4 or more instances in the layout <==
cell type / instances
sky130_fd_sc_hd__clkdlybuf4s50_1: 17
sky130_fd_sc_hd__nor2_1: 231
sky130_fd_sc_hd__nand3_1: 8
sky130_fd_sc_hd__buf_4: 393
sky130_fd_sc_hd__mux4_2: 640
sky130_fd_sc_hd__clkbuf_1: 72
sky130_fd_sc_hd__nand2_1: 27
sky130_fd_sc_hd__dfxtp_1: 10
sky130_fd_sc_hd__buf_12: 4
sky130_fd_sc_hd__a22oi_1: 320
sky130_fd_sc_hd__clkbuf_16: 287
sky130_fd_sc_hd__nor3_1: 28
sky130_fd_sc_hd__edfxtp_1: 2560
sky130_fd_sc_hd__o41ai_1: 38
sky130_fd_sc_hd__nand2b_1: 4
sky130_fd_sc_hd__a21oi_1: 160
sky130_fd_sc_hd__nand3_2: 5
sky130_fd_sc_hd__inv_6: 4
sky130_fd_sc_hd__nand4_1: 10
sky130_fd_sc_hd__bufinv_16: 16
sky130_fd_sc_hd__clkinvlp_4: 4
sky130_fd_sc_hd__clkinv_1: 49
sky130_fd_sc_hd__buf_8: 12
sky130_fd_sc_hd__nor2b_1: 5
sky130_fd_sc_hd__clkinv_2: 39
==> routing by layer <==
| layer | vias to the layer above | GRT usage (%) | routed length (um) |
|---|---|---|---|
| li1 | 19400 | - | - |
| met1 | 23900 | 28.2 | 80400 |
| met2 | 2701 | 31.5 | 112000 |
| met3 | 404 | 15.8 | 37900 |
| met4 | 14 | 5.13 | 7130 |
| met5 | - | 0.772 | 314 |
==> registers in the layout, summed over array words and instances, names as in the netlist <==
name / count
dout: 10
mem: 2560
==> per-stage QoR <==
| step | setup WS, ns | instance area [um^2] | cells |
|---|---|---|---|
| 3_3_place_gp | 11.46 | 104000 | 7674 |
| 3_5_place_dp | 11.48 | 104000 | 7674 |
| 5_1_grt | 12.35 | 112000 | 8146 |
| 6_report | 12.72 | 112000 | 8148 |
| 2_1_floorplan | 14.98 | 97600 | 4338 |
| 4_1_cts | 12.50 | 112000 | 8146 |
==> worst paths after layout <==
kind          startpoint       to  slack [ns]  depth (start not counted)
max reg2reg  mem[125][8]  dout[8]       18.75                          6
max              addr[0]  dout[4]       12.72                         10
min reg2reg    mem[3][2]  dout[2]        0.96                          5
min            mem[3][2]  dout[2]        0.96                          5
==> power groups by stage <==
stage / clock network, uW / logic [uW] / registers (uW)
final: 4440 / 451 / 5510
after global routing: 4710 / 488 / 5510
after CTS: 4530 / 461 / 5510
==> logic make-up after synthesis <==
group           after synthesis
flops                      2570
mux                         640
compound gates              520
simple gates                332
buf+inv                     276
==> final cells by class <==
cell class	instances	area [um^2]
clock buffers	359	7450
repair buffers	426	3380
flip-flops and latches	2570	77100
inverters	1	3.75
diodes	2	5.00
multi-input cells	1492	19400
fillers	19400	129000
well taps	3185	3990
clock inverters	113	936
==> critical path: stages <==
cell and delay, ns:
sky130_fd_sc_hd__buf_8 0.40, sky130_fd_sc_hd__buf_4 0.64, sky130_fd_sc_hd__buf_4 0.56, sky130_fd_sc_hd__buf_4 0.62, sky130_fd_sc_hd__buf_4 0.60, sky130_fd_sc_hd__mux4_2 0.58
sky130_fd_sc_hd__a22oi_1 0.26, sky130_fd_sc_hd__a21oi_1 0.17, sky130_fd_sc_hd__o41ai_1 1.17, sky130_fd_sc_hd__nand4_1 0.14
No activity file was given, so power comes from the tool's default toggle rates.
